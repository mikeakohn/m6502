--- ./run.sh ---
#!/bin/bash
# OpenROAD 26Q1-2900-gdf79404cd8, Yosys 0.63+post, stock flow scripts
make -C /OpenROAD-flow-scripts/flow DESIGN_CONFIG=/design/flow/config.mk WORK_HOME=/design/flow/orfs finish
--- ./config.mk ---
export PLATFORM = sky130hd
export DESIGN_NAME = peripherals
export DESIGN_NICKNAME = peripherals
export VERILOG_FILES = /design/flow/design.v
export SDC_FILE = /design/flow/constraint.sdc
export NUM_CORES = 4
export LEC_CHECK = 1
export CORE_UTILIZATION = 50
--- ./constraint.sdc ---
current_design peripherals

set clk_period 2.7
set clk_io_pct 0.2

create_clock -name clk0 -period $clk_period [get_ports {clk}]
create_clock -name clk1 -period $clk_period [get_ports {raw_clk}]

set non_clock_inputs [all_inputs -no_clocks]
set_input_delay [expr $clk_period * $clk_io_pct] -clock clk0 $non_clock_inputs
set_output_delay [expr $clk_period * $clk_io_pct] -clock clk0 [all_outputs]
--- ./design.v ---
module peripherals
(
  input  [5:0] address,
  input  [7:0] data_in,
  output reg [7:0] data_out,
  input write_enable,
  input clk,
  input raw_clk,
  output speaker_p,
  output speaker_m,
  output ioport_0,
  input button_0,
  input reset
);
reg [7:0] storage [3:0];
reg [15:0] speaker_value_high;
reg [15:0] speaker_value_curr;
reg [7:0]  buttons;
reg speaker_toggle;
reg speaker_value_p;
reg speaker_value_m;
assign speaker_p = speaker_value_p;
assign speaker_m = speaker_value_m;
reg [7:0] ioport = 0;
assign ioport_0 = ioport[0];
always @(button_0) begin
  buttons = { 7'b0, ~button_0 };
end
always @(posedge raw_clk) begin
  if (speaker_value_high == 16'b0) begin
    speaker_value_curr <= 0;
    speaker_value_p <= 0;
    speaker_value_m <= 0;
  end else begin
    speaker_value_curr <= speaker_value_curr + 1'b1;
    if (speaker_value_curr == speaker_value_high) begin
      speaker_value_curr <= 0;
      speaker_toggle <= ~speaker_toggle;
      speaker_value_p <= speaker_toggle;
      speaker_value_m <= ~speaker_toggle;
    end
  end
end
always @(posedge clk) begin
  if (reset) speaker_value_high <= 0;
  if (write_enable) begin
    case (address[5:0])
      8: ioport <= data_in;
      9:
        begin
          case (data_in)
            60: speaker_value_high <= 45866;  
            61: speaker_value_high <= 43293;  
            62: speaker_value_high <= 40863;  
            63: speaker_value_high <= 38569;  
            64: speaker_value_high <= 36404;  
            65: speaker_value_high <= 34361;  
            66: speaker_value_high <= 32433;  
            67: speaker_value_high <= 30612;  
            68: speaker_value_high <= 28894;  
            69: speaker_value_high <= 27272;  
            70: speaker_value_high <= 25742;  
            71: speaker_value_high <= 24297;  
            72: speaker_value_high <= 22933;  
            73: speaker_value_high <= 21646;  
            74: speaker_value_high <= 20431;  
            75: speaker_value_high <= 19284;  
            76: speaker_value_high <= 18202;  
            77: speaker_value_high <= 17180;  
            78: speaker_value_high <= 16216;  
            79: speaker_value_high <= 15306;  
            80: speaker_value_high <= 14447;  
            81: speaker_value_high <= 13636;  
            82: speaker_value_high <= 12870;  
            83: speaker_value_high <= 12148;  
            84: speaker_value_high <= 11466;  
            85: speaker_value_high <= 10823;  
            86: speaker_value_high <= 10215;  
            87: speaker_value_high <= 9642;   
            88: speaker_value_high <= 9101;   
            89: speaker_value_high <= 8590;   
            90: speaker_value_high <= 8108;   
            91: speaker_value_high <= 7653;   
            92: speaker_value_high <= 7223;   
            93: speaker_value_high <= 6818;   
            94: speaker_value_high <= 6435;   
            95: speaker_value_high <= 6074;   
            96: speaker_value_high <= 5733;   
            default: speaker_value_high <= 0;
          endcase
        end
    endcase
  end else begin
    case (address[5:0])
      0: data_out <= buttons;
    endcase
  end
end
endmodule
==> impl_metrics.csv <==
group,metric,value,unit
route,drt_first_pass_iters,4,
route,antennaDiodeCount,0,
sta,worst_pin_slew,0.533,ns
yosys,syn_area,2590,um2
flow_run,cap_violations,0,
clocking,cts_setup_buffers,0,
layout,final_util,0.631,
critical_path,crit_type,"primary input to flop",
pwr,power.density,382,nW/um2
yosys,ys.flops,37,
floorplanning,dieHeight,74.0,um
yosys,edf_count,3,
yosys,syn_inst,316,
yosys,synth.avg_cell_area,8.20,um2
sta,slew-limit-headroom,0.645,
layout,final_area,3060,um2
route,post_drt_wl_per_cell,14.7,um
clocking,cts_hold_repair.buffers,0,
clocking,clk_pin_slew,0.07,ns
place,port_buffers,21,
critical_path,r2r_setup_slack,0.73,ns
route,first_iter_violations,120,
pwr,seqPwrFrac,0.475,
yosys,synth-main-ff-cell,"dfxtp_1",
sta,setup_viol,0,
route,dr_total_vias,2320,
route,dr.max_layer_used,"met4",
critical_path,start_kind,"primary input",
route,wl_met1,2.78,mm
layout,drive_gt1_frac,0.106,
pwr,p_switching,286,uW
critical_path,worstSetupEndpoint,"speaker_value_high[0]",
sta,drv_slew,0,
grt,grt-ovfl-total,0,
route,detail_route.vias_per_cell,5.59,
grt,grt_util_all_layers,0.248,
place,hpwl,4.77,mm
grt,grt_pass1_wl,10.3,mm
floorplanning,dieArea,5480,um2
layout,area_delta_synth_final,18.0,%
route,drc_errors,0,
flow_run,warning_count,38,
floorplanning,io_pins,30,
place,place_area,2960,um2
pwr,power_frac_clock,0.347,
floorplanning,core_area,4850,um2
critical_path,ff2ff_path_depth,5,
critical_path,worst-path-max-fanout,4,
critical_path,critPathLaunch,"data_in[0]",
yosys,ys_seq_frac,0.297,
sta,finClkSkew,0.00400,ns
critical_path,end_kind,"flop",
place,gp_congestion,0.986,
clocking,cts.sinks,37,
route,dr_wl_met3,275,um
pwr,leakage,1.14,nW
yosys,ys_warn_count,1,
floorplanning,initial_core_util,0.535,
sta,finalHoldViolCount,0,
pwr,p_comb_frac,0.178,
sta,rsz0062_at_grt,"false",
grt,grt_pass1_vias,2116,
clocking,cts_resized,0,
pwr,p_int,884,uW
critical_path,r2r-start,"speaker_value_curr[9]",
place,place_ws,0.0505,ns
clocking,tritoncts,"built",
grt,antenna_found_initial,0,
floorplanning,dieWidth,74.0,um
route,drt-total-wl,6.09,mm
yosys,ys_cells,316,
route,drtAntennaViolNets,0,
critical_path,rr_endpoint,"speaker_value_curr[9]",
yosys,yosysUniqueCellTypes,55,
route,wl_met2,2.88,mm
grt,grt_max_degree,28,
layout,fill_cells,422,
yosys,ys_area,2590,um2
critical_path,required,2.84,ns
worst_hold_path,hold_path.class,"flop to flop",
run_status,status,"completed",
worst_hold_path,hold_start,"speaker_toggle",
pwr,ir_drop,217,uV
yosys,async_flop_share,0,
sta,setup_slack,0.299,ns
critical_path,crit_arrival,2.54,ns
sta,finalSetupTns,0,ns
floorplanning,rows,25,
pwr,switching_share,0.244,
## placed cells by master (no fill, tap or decap), types with 2 or more instances in the layout
cell,netlist,final
o31ai_1,3,3
nor4_1,7,7
a2111oi_0,4,4
a221oi_1,2,2
buf_4,8,21
a311oi_1,3,3
a22o_1,6,6
and4_1,2,2
conb_1,1,7
mux2_2,2,2
nor2b_1,9,9
o21ai_0,13,13
inv_1,12,12
a211oi_1,3,3
a221o_1,2,2
clkbuf_8,0,7
a21oi_1,11,11
a211o_1,4,4
o211ai_1,3,3
nand3_1,15,15
edfxtp_1,3,3
a22oi_1,2,2
nor3_1,10,10
clkdlybuf4s50_1,0,21
xnor2_1,25,25
dfxtp_1,34,34
nand2_1,19,19
ha_1,13,13
nor2_1,36,36
mux2i_1,7,7
nand4_1,6,6
xor2_1,5,5
nand4b_1,3,3
nand2b_1,6,6
## sequential cells by signal, indices dropped and copies added (netlist names)
register and count:
ioport 1, data_out 1, speaker_value_curr 16, speaker_toggle 1, speaker_value_p 1, speaker_value_m 1, speaker_value_high 16
## cells by family after synthesis
kind of cell,after synthesis,synth area share
multiplexers,9,0.0357
flip-flops,37,0.297
XOR/XNOR,30,0.101
buffers and inverters,37,0.0676
AND-OR/OR-AND,66,0.183
other,1,0.00145
AND/OR/NAND/NOR,123,0.251
adder cells (fa/ha/maj),13,0.0627
## per-stage QoR
step                      total power, mW  hold WS [ns]  std cells
final                                1.17         0.499        415
after global routing                 1.23         0.527        415
after CTS                            1.18         0.502        415
after detailed placement            0.773         0.488        407
after global placement              0.777         0.482        407
after floorplan                     0.693         0.437        322
## power groups by stage
stage	logic [mW]	registers (mW)	clock network (mW)
6_report	0.209	0.555	0.406
5_1_grt	0.229	0.555	0.445
4_1_cts	0.206	0.555	0.419
## how the worst min path moves through the flow
stage,to,slack (ns),cells past startpoint
CTS,speaker_value_m,0.50,1
global route,speaker_value_m,0.53,1
finish,speaker_value_m,0.50,1
## critical path, stage by stage
cell             delay, ns
clkdlybuf4s50_1       0.47
inv_1                 0.06
ha_1                  0.34
buf_4                 0.14
mux2_2                0.13
a2bb2oi_1             0.05
a2111oi_0             0.44
o22ai_1               0.16
a22o_1                0.21
## synthesized netlist by cell type (8+ instances only)
master,number,share of area
ha_1,13,0.063
clkbuf_1,10,0.014
nor3_1,10,0.019
a21oi_1,11,0.021
nor2b_1,9,0.022
nand2_1,19,0.028
buf_4,8,0.023
inv_1,12,0.017
xnor2_1,25,0.084
nor2_1,36,0.052
dfxtp_1,34,0.26
o21ai_0,13,0.025
nand3_1,15,0.029
## per-layer routing
metal | vias to the layer above | global-route usage
li1 | 1186 | -
met3 | 13 | 0.0206
met2 | 78 | 0.409
met4 | 0 | 0.0620
met5 | - | 0
met1 | 1043 | 0.362
## area by class of cell
| class | instances | area [um2] | share of cell area |
|---|---|---|---|
| clock buffers | 7 | 96.3 | 0.0315 |
| clock inverters | 1 | 5.00 | 0.00164 |
| inverters | 12 | 45.0 | 0.0147 |
| multi-input cells | 248 | 1670 | 0.546 |
| flip-flops and latches | 37 | 771 | 0.252 |
| well taps | 67 | 83.8 | 0.0274 |
| repair buffers | 43 | 388 | 0.127 |
Power is estimated from default activity; no workload was simulated.
