==> ./design.v <==
module eeprom
(
  input [10:0] address,
  input  strobe,
  input  raw_clk,
  output reg eeprom_cs,
  output reg eeprom_clk,
  output reg eeprom_di,
  input  eeprom_do,
  output reg ready,
  output reg [7:0] data_out
);
reg [2:0] state = 0;
reg [2:0] clock_div;
wire clk;
assign clk = clock_div[2];
reg [13:0] command;
reg [3:0] count;
parameter STATE_IDLE           = 0;
parameter STATE_SEND_ADDRESS_0 = 1;
parameter STATE_SEND_ADDRESS_1 = 2;
parameter STATE_READ_START     = 3;
parameter STATE_READ_DATA_0    = 4;
parameter STATE_READ_DATA_1    = 5;
parameter STATE_FINISH         = 6;
always @(posedge raw_clk) begin
  clock_div <= clock_div + 1;
end
always @(posedge clk) begin
  case (state)
    STATE_IDLE:
      begin
        if (strobe) begin
          command[13:11] <= 3'b110;
          command[10:0] <= address;
          count <= 14;
          ready <= 0;
          eeprom_cs <= 1;
          state <= STATE_SEND_ADDRESS_0;
        end else begin
          eeprom_cs <= 0;
          eeprom_di <= 0;
          eeprom_clk <= 0;
          ready <= 1;
        end
      end
    STATE_SEND_ADDRESS_0:
      begin
        count <= count - 1;
        eeprom_di <= command[13];
        eeprom_clk <= 0;
        state <= STATE_SEND_ADDRESS_1;
      end
    STATE_SEND_ADDRESS_1:
      begin
        eeprom_clk <= 1;
        if (count == 0) begin
          state <= STATE_READ_START;
        end else begin
          command[13:1] <= command[12:0];
          state <= STATE_SEND_ADDRESS_0;
        end
      end
    STATE_READ_START:
      begin
        eeprom_clk <= 0;
        eeprom_di <= 0;
        count <= 8;
        state <= STATE_READ_DATA_0;
      end
    STATE_READ_DATA_0:
      begin
        count <= count - 1;
        data_out[7:1] <= data_out[6:0];
        eeprom_clk <= 1;
        state <= STATE_READ_DATA_1;
      end
    STATE_READ_DATA_1:
      begin
        data_out[0] <= eeprom_do;
        eeprom_clk <= 0;
        if (count == 0) begin
          state <= STATE_FINISH;
        end else begin
          state <= STATE_READ_DATA_0;
        end
      end
    STATE_FINISH:
      begin
        eeprom_cs <= 0;
        eeprom_di <= 0;
        state <= STATE_IDLE;
      end
  endcase
end
endmodule
==> ./run.sh <==
#!/bin/bash
# OpenROAD 26Q1-2900-gdf79404cd8, Yosys 0.63+post, stock flow scripts
make -C /OpenROAD-flow-scripts/flow DESIGN_CONFIG=/design/flow/config.mk WORK_HOME=/design/flow/orfs finish
==> ./constraint.sdc <==
current_design eeprom

set clk_period 1.2
set clk_io_pct 0.2

create_clock -name clk0 -period $clk_period [get_ports {raw_clk}]

set non_clock_inputs [all_inputs -no_clocks]
set_input_delay [expr $clk_period * $clk_io_pct] -clock clk0 $non_clock_inputs
set_output_delay [expr $clk_period * $clk_io_pct] -clock clk0 [all_outputs]
==> ./config.mk <==
export PLATFORM = sky130hd
export DESIGN_NAME = eeprom
export DESIGN_NICKNAME = eeprom
export VERILOG_FILES = /design/flow/design.v
export SDC_FILE = /design/flow/constraint.sdc
export NUM_CORES = 4
export LEC_CHECK = 1
export CORE_AREA = 10 10 103 103
export DIE_AREA = 0 0 113 113
==> impl_summary.log <==
[flow] collecting metrics
[metrics] status: complete, no violations
[metrics] vertical die dimension: roughly 110 um
[metrics] commonest non-fill, non-tap cell in the layout: sky130_fd_sc_hd__edfxtp_1
[metrics] area figure in the yosys stat output: about 0.0015 mm2
[metrics] P_leak: 0.6474 nW
[metrics] post_cts resized: 0
[metrics] maximum vdd ir drop: ~740 uV
[metrics] wire length reported by the detailed router: roughly 2600 um
[metrics] dominant cell type by area after synthesis: sky130_fd_sc_hd__edfxtp_1
[metrics] start point of the critical path: clock_div[0]
[metrics] post-synthesis cell count from yosys: between 100 and 150
[metrics] setup clock skew after layout: ~0.0015 ns
[metrics] number of failing setup endpoints in the final timing report: 0
[metrics] number of flip-flops and latches in the synthesized netlist: 36
[metrics] TritonRoute pass-1 iters: 4
[metrics] total setup buffers inserted after CTS: 0
[metrics] Worst Max-Slew Pin Slew: just under 0.7 ns
[metrics] clock transition at the registers of the reported paths: roughly 0.03 ns
[metrics] register pins left without a clock: 33
[metrics] iteration-0 DRC count of the detailed router: 63
[metrics] Core ar.: between 0.008 and 0.009 mm2
[metrics] part of the Yosys area used for sequential elements: between 60 and 70%
[metrics] number of slew-limit violations in the final report: 0
[metrics] global-route wire length before repair: roughly 4200 um
[metrics] Synth top area share: around two thirds
[metrics] H-tree levels: 1
[metrics] hold wc startpoint: clock_div[0]
[metrics] number of unconstrained endpoints: between 70 and 80
[metrics] Tot GR Track Use: 3.854%
[metrics] tally of max-capacitance violations: 0
[metrics] cts hold-fix bufs: 0
[metrics] fraction of the cycle the final worst path needs: between 60% and 70%
[metrics] clock tree from TritonCTS: yes
[metrics] areal power density over the cells: 236.3 mW/mm2
[metrics] HPWL Detailed: approximately 1900 um
[metrics] WL per Instance: approximately 11 um
[metrics] number of buffers created by CTS: 3
[metrics] Die Wd: around 110 um
[metrics] initial core utilization: a little under a fifth
[metrics] highest attainable clock frequency: roughly 1.3 GHz
[metrics] number of placement rows: 33
[metrics] DR DRC count: 0
[metrics] gate count after technology mapping: roughly 100
[metrics] path category of the worst min-delay check: flop to flop
[metrics] area of the mapped netlist: between 0.0015 and 0.002 mm2
[metrics] total global routing overflow: 0
[metrics] Crit. End Element: flop
[metrics] remaining antenna violation count after routing: 0
[metrics] source of the worst register-to-register timing path: clock_div[0]
[metrics] fraction of final layout cells with drive strength greater than 1: about an eighth
[metrics] Post-Syn Area per Cell: 14.70 um2
[metrics] most common logic cells in the final layout: sky130_fd_sc_hd__edfxtp_1, sky130_fd_sc_hd__clkdlybuf4s50_1, sky130_fd_sc_hd__nor2_1
[metrics] endpoint required time on the critical path: between 1 and 1.5 ns
[metrics] largest net degree at the start of global routing: 34
[metrics] maximum fanout along the worst path: 2
[metrics] unrepaired setup endpoints after global routing: no
[metrics] count of synthesis-stage warnings from yosys: 1
[metrics] TNS Setup: 0 ns
[metrics] antenna violations before repair: 0
[metrics] longest individual stage delay on the worst path: around 0.30 ns
[metrics] Post-Route Utilization: about a quarter
[metrics] Final Hold Violating Endpoints: 0
[metrics] count of antenna diodes in the layout: 0
[metrics] critical path startpoint category: flop
[metrics] area grow syn2layout: 27.50%
[metrics] Root Driver: sky130_fd_sc_hd__clkbuf_8
[metrics] Min Clock Period, post-route: 0.7684 ns
[metrics] category of the most critical setup path: flop to flop
[metrics] worst-case clock buffer depth: 2
[metrics] remaining max-slew budget at the tightest pin: 53.98%
[metrics] number of I/O pins: 26
[metrics] worst-path cell chain: ha_1, xor2_1
[metrics] via count of the first global-routing pass: about 870
[metrics] number of vias per cell after detailed routing: between 3 and 4
[metrics] ranking of synthesized cells by area: sky130_fd_sc_hd__edfxtp_1, sky130_fd_sc_hd__mux2_2, sky130_fd_sc_hd__dfxtp_1
[metrics] Filler Cells Inserted: 860
[metrics] clk latency late pin: about 0.21 ns
[metrics] via count: 841
[metrics] Port Buffers: 25
[metrics] Total Die Area: 0.01277 mm2
[metrics] library cells used by synthesis: 30
[metrics] Arr. time, crit path: ~0.87 ns
[metrics] number of warnings the tools reported: 25
[metrics] gp weighted congestion: between 0.7 and 0.8
[metrics] highest-delay cell along the critical path: sky130_fd_sc_hd__dfxtp_1
==> state kept, by name, summed over array words and instances, names as in the netlist <==
| name | cells |
|---|---|
| count | 4 |
| clock_div | 3 |
| ready | 1 |
| state | 3 |
| eeprom_clk | 1 |
| data_out | 8 |
| command | 14 |
| eeprom_cs | 1 |
| eeprom_di | 1 |
==> routing by layer <==
| layer | vias to the layer above | track usage (%) | routed length, um |
|---|---|---|---|
| met5 | - | 0 | 0 |
| met4 | 0 | 0.2538 | 6 |
| met3 | 2 | 1.015 | 175 |
| met2 | 19 | 6.144 | 1149 |
| met1 | 393 | 5.433 | 1280 |
| li1 | 427 | - | - |
==> synth_stat cells <==
cell type                   n
sky130_fd_sc_hd__a21boi_0   1
sky130_fd_sc_hd__a21oi_1    6
sky130_fd_sc_hd__and2_1     1
sky130_fd_sc_hd__and3_1     1
sky130_fd_sc_hd__and3b_1    1
sky130_fd_sc_hd__buf_2      2
sky130_fd_sc_hd__buf_6      1
sky130_fd_sc_hd__clkbuf_1   2
sky130_fd_sc_hd__dfxtp_1    3
sky130_fd_sc_hd__edfxtp_1  33
sky130_fd_sc_hd__ha_1       2
sky130_fd_sc_hd__inv_1      5
sky130_fd_sc_hd__mux2_1     5
sky130_fd_sc_hd__mux2_2     6
sky130_fd_sc_hd__nand2_1    3
sky130_fd_sc_hd__nand2b_1   3
sky130_fd_sc_hd__nor2_1     7
sky130_fd_sc_hd__nor2b_1    3
sky130_fd_sc_hd__nor3_1     2
sky130_fd_sc_hd__nor3_2     1
sky130_fd_sc_hd__nor3b_1    2
sky130_fd_sc_hd__nor3b_4    1
sky130_fd_sc_hd__o21ai_0    2
sky130_fd_sc_hd__o21bai_1   1
sky130_fd_sc_hd__o22ai_1    1
sky130_fd_sc_hd__o31ai_1    1
sky130_fd_sc_hd__or2_2      2
sky130_fd_sc_hd__or3_1      1
sky130_fd_sc_hd__xnor2_1    2
sky130_fd_sc_hd__xor2_1     3
==> stage by stage <==
stage	hold WS, ns	worst slack [ns]	std cells	total power [W]	cell area [um2]
2_1_floorplan	0.3570	0.2492	104	0.0001296	1529
4_1_cts	0.3797	0.4289	236	0.0004705	1949
6_report	0.3760	0.4316	236	0.0004606	1949
3_5_place_dp	0.3731	0.4302	232	0.0001774	1904
5_1_grt	0.3959	0.3892	236	0.0004934	1949
3_3_place_gp	0.3671	0.4436	232	0.0001770	1904
==> where the power goes <==
part,total [W],switching (W),internal (W)
Sequential,0.000110,0,0.000110
Clock,0.000286,0.0000599,0.000226
Combinational,0.0000648,0.0000167,0.0000482
Total,0.000461,0.0000766,0.000384
==> worst paths after layout <==
kind / to / slack (ns) / cells after the start
worst max-delay path: clock_div[2] / 0.43 / 2
worst min-delay path: clock_div[0] / 0.38 / 1
worst max register to register: clock_div[2] / 0.43 / 2
worst min register to register: clock_div[0] / 0.38 / 1
==> final cells by class <==
type	instances	area [um2]	share of cell area [%]
Sequential cell	36	1051	53.92
Multi-Input combinational cell	58	430.4	22.08
Timing Repair Buffer	28	272.8	13.99
Tap cell	105	131.4	6.739
Clock buffer	4	45.04	2.311
Inverter	5	18.77	0.9628
==> kinds of logic after synthesis <==
| family | Yosys count | synth area share (%) |
|---|---|---|
| XOR/XNOR | 5 | 2.865 |
| AND-OR/OR-AND | 12 | 4.502 |
| flip-flops | 36 | 68.74 |
| AND/OR/NAND/NOR | 28 | 11.05 |
| adder cells (fa/ha/maj) | 2 | 1.636 |
| buffers and inverters | 10 | 3.110 |
| multiplexers | 11 | 8.101 |
==> critical path, delay by kind of cell (launching register included) <==
family                     cells  cell delay [ns]
xor gates and xnor gates       1             0.15
adders and majority gates      1             0.20
DFF                            1             0.30
Power is estimated from default activity; no workload was simulated.
