==> design.v <==
module ram
(
  input  [9:0] address,
  input  [7:0] data_in,
  output reg [7:0] data_out,
  input write_enable,
  input clk
);
reg [7:0] memory [1023:0];
always @(posedge clk) begin
  if (write_enable) begin
    memory[address] <= data_in;
  end else
    data_out <= memory[address];
end
endmodule
==> run.sh <==
#!/bin/bash
# OpenROAD 26Q1-2900-gdf79404cd8, Yosys 0.63+post, stock flow scripts
make -C /OpenROAD-flow-scripts/flow DESIGN_CONFIG=/design/flow/config.mk WORK_HOME=/design/flow/orfs finish
==> config.mk <==
export PLATFORM = sky130hd
export DESIGN_NAME = ram
export DESIGN_NICKNAME = ram
export VERILOG_FILES = /design/flow/design.v
export SDC_FILE = /design/flow/constraint.sdc
export NUM_CORES = 4
export LEC_CHECK = 1
export CORE_UTILIZATION = 50
export SYNTH_MEMORY_MAX_BITS = 65536
==> constraint.sdc <==
current_design ram

set clk_period 35.6
set clk_io_pct 0.2

create_clock -name clk0 -period $clk_period [get_ports {clk}]

set non_clock_inputs [all_inputs -no_clocks]
set_input_delay [expr $clk_period * $clk_io_pct] -clock clk0 $non_clock_inputs
set_output_delay [expr $clk_period * $clk_io_pct] -clock clk0 [all_outputs]
==> flow_summary_export.csv <==
group,metric,value,unit
setup_path,crit_path_top_delay_cell,"buf_4",
timing,finalCritPeriodShare,40.1,%
logic_synthesis,synth_top_area_share,77.9,%
min_path,min_path_type,"reg2reg",
logic_synthesis,synth.cell_area,316000,um^2
timing,drv_slew,0,
routing,finalWirelength,895000,um
setup_path,timing.rr.end,"data_out[4]$_DFFE_PN_",
routing,vias_per_cell,6.15,
setup_path,cpMostUsedCell,"buf_4",
routing,first_pass_iters,5,
power,internal-power,15.4,mW
logic_synthesis,ys_types,57,
setup_path,r2r_slack,31.05,ns
power,switching_share,21.4,%
clock_tree,cts_tree,"yes",
logic_synthesis,yosys-stat-cells,16200,
timing,fin_skew,0.0697,ns
logic_synthesis,ys_ff,8200,
timing,tns,0,ns
run,maxCapViolations,0,
timing,period_minus_slack,14.27,ns
floorplan,row_count,291,
power,p_per_area,55.3,nW/um^2
clock_tree,postCtsSetupRepairBufs,0,
power,p_comb_share,4.5,%
logic_synthesis,synth_top_cell_by_area,"edfxtp_1",
logic_synthesis,ys_seq_share,77.9,%
logic_synthesis,ys.flop_type,"edfxtp_1",
power,seq_power_share,54.4,%
run_status,status,"complete, no violations",
setup_path,cp.arrival,15.15,ns
grt,grt_max_degree,125,
clock_tree,postCtsHoldBufs,0,
placed_design,globalplace.congestion,0.910,
clock_tree,cts.htree.levels,6,
logic_synthesis,async_reset_ff_share,0,%
power,p_leak,114,nW
floorplan,dieArea,635000,um^2
placed_design,place_hpwl,552000,um
routing,drtIter0Drc,11700,
routing,ant_nets,0,
timing,finalSetupViolCount,0,
setup_path,start_kind,"input pin",
logic_synthesis,synth_cells,16200,
clock_tree,cts_resized,0,
grt,grt_pass1_vias,170000,
grt,grt.total_usage,31.8,%
grt,grt_antenna_before_repair,81,
placed_design,dpl_worst_slack,20.17,ns
setup_path,crit_end,"data_out[6]$_DFFE_PN_",
routing,met1_length,283000,um
min_path,min_from,"memory[846][5]$_DFFE_PP_",
logic_synthesis,ys_chip_area,316000,um^2
timing,worst_pin_slew,1.38,ns
setup_path,cp.depth,17,
routing,met3_length,167000,um
run,warning_count,46,
routing,route.detailed.drc,0,
setup_path,crit_path_max_incr_delay,0.71,ns
setup_path,rr_startpoint,"memory[206][4]$_DFFE_PP_",
timing,finalHoldViolCount,0,
floorplan,fp.dieW,797,um
placed_design,port_buffers,27,
routing,highest_layer,"met5",
logic_synthesis,syn-mean-instance-area,19.5,um^2
timing,finalWorstSetupSlack,21.33,ns
power,p_sw,4.19,mW
grt,grt_remaining_overflow,0,
setup_path,end_kind,"register",
timing,slew_headroom,7.89,%
setup_path,worstPathMaxFanout,64,
clock_tree,cts_root_buf,"clkbuf_16",
power,total_power,19.6,mW
cells_and_area,final_cells,26000,
logic_synthesis,synth.top_cells.by_count,"edfxtp_1 (8200), mux2i_1 (2255), nor2_1 (1225)",
setup_path,path_buffers,11,
power,clkPwrFrac,41.1,%
logic_synthesis,ys_warn_count,1,
power,ir_drop,0.0527,mV
routing,vias,160000,
clock_tree,cts_made_buffers,811,
cells_and_area,syn_to_final_growth,11.9,%
routing,routed-wl-met2,407000,um
cells_and_area,drive_gt1_share,16.9,%
routing,wl_per_cell,34.4,um
setup_path,reg2reg_depth,8,
setup_path,critPathKind,"in2reg",
logic_synthesis,ys_top_cells_by_area,"edfxtp_1 (78%), mux2i_1 (7.1%), mux4_2 (6.9%), o22ai_1 (1.7%), nor2_1 (1.5%)",
logic_synthesis,synthMostInstantiatedCell,"edfxtp_1",
floorplan,io_pins,28,
clock_tree,cts_sinks,8200,
floorplan,die-height,797,um
clock_tree,clockBufferDepth,4,
floorplan,core_area,629000,um^2
timing,fmax,70.1,MHz
placed_design,dp_cells,24400,
setup_path,critical-path-top-delay-family,"buffers and inverters",
floorplan,fp_util,50.2,%
timing,rsz0062_at_grt,"no",
setup_path,cp-startpoint,"address[1]",
logic_synthesis,synth-edff-count,8200,
setup_path,critPathRequiredTime,36.48,ns
clock_tree,cts.clk_slew.worst_paths,0.06,ns
grt,grt_pass1_wl,1260000,um
clock_tree,clk_latency,1.17,ns
setup_path,crit_chain,"buf_16 > buf_4 > buf_4 > buf_4 > buf_4 > buf_4 > buf_4 > buf_4 > buf_4 > buf_4 > mux4_2 > a22oi_1 > a21oi_1 > o2111ai_1 > buf_4 > nand4_1 > or3_1",
## layer usage
| layer | track usage [%] | vias up |
|---|---|---|
| met2 | 43.2 | 9121 |
| met3 | 25.4 | 1722 |
| met1 | 41.4 | 80800 |
| li1 | - | 68000 |
| met5 | 1.40 | - |
| met4 | 10.6 | 109 |
## cell usage in the layout (no fill, tap or decap), types with 15 or more instances in the layout
cell type  synthesis  final
o22ai_1          878    878
a2111oi_0         25     21
o21ai_0          178    177
clkinv_2           0    117
diode_2            0    140
inv_6              0     17
a21oi_1           95     95
nand2_1          260    229
bufinv_16          0     35
buf_12             1     21
o2111ai_1         74     73
nand3_1          159    158
a211oi_1          16     16
clkbuf_1         411    220
nor2_1          1225   1217
edfxtp_1        8200   8200
clkbuf_16          0    819
a22o_1            38     38
nor4_1           242    241
mux2_2            23     23
mux2i_1         2255   2255
nor3_1            72     71
o221ai_1          57     57
a22oi_1          222    222
inv_16             0     15
a31oi_1           35     35
mux4_2           964    964
nand2_4            0     30
nand4_1           44     44
buf_4             60    807
clkinv_1           0    202
## state kept, by name (all words and copies together), names as in the netlist
| name | flops |
|---|---|
| data_out | 8 |
| memory | 8192 |
## kinds of logic after synthesis
group                  synth area share [%]
flip-flops                             77.9
multiplexers                           14.1
AND/OR/NAND/NOR                        2.88
AND-OR/OR-AND                          3.45
buffers and inverters                  1.63
## power by group through the flow
stage	Sequential, mW	Combinational (mW)	Clock (mW)
after CTS	10.6	0.876	8.15
after global routing	10.6	0.927	8.50
final	10.6	0.876	8.04
## area by class of cell
cell class	count	area, um^2
well taps	8350	10400
clock inverters	416	3320
fillers	46100	275000
diodes	140	350
flip-flops and latches	8200	246000
repair buffers	856	6860
multi-input cells	6971	65000
clock buffers	1039	21300
inverters	2	7.51
## worst register-to-register path, cell delays in order, from the launching register on
cell and delay (ns):
edfxtp_1 0.36, mux2i_1 0.18, o22ai_1 0.14, nor4_1 0.64, nand3_1 0.41, nand4_1 0.66, and4_1 0.40, nand4_1 0.80
or4_1 0.73
## metrics by stage
step	hold slack, ns	cell area, um^2	util (%)
6_report	0.962	354000	56.2
5_1_grt	1.01	353000	56.2
4_1_cts	0.945	353000	56.2
3_5_place_dp	0.941	329000	52.2
3_3_place_gp	0.959	329000	52.2
2_1_floorplan	0.841	316000	-
## worst min-delay path by stage
stage,endpoint,slack (ns),cells after the start
5_1_grt,data_out[5]$_DFFE_PN_,1.01,4
4_1_cts,data_out[5]$_DFFE_PN_,0.95,4
6_report,data_out[5]$_DFFE_PN_,0.96,4
Power and IR drop assume default switching activity.
